### design/flow/design.v
module operation (
	input ready,
	input [3:0] tecla,
	input clearIn,
	input Clock,
	input [7:0] memoryIn,
	input [7:0] result,
	output [7:0] memoryOut,
	output [7:0] numberA,
	output [7:0] numberB,
	output operation,
	output signedMemory,
	output signedNumberA,
	output signedNumberB,
	output clearOut,
	output readyOut,
	output [1:0] estate);
	parameter ADD = 4'b1100;
	parameter SUB = 4'b1011;
	parameter IGUAL = 4'b1101;
	parameter SAVE = 4'b1111;
	parameter RECOVERY = 4'b1110;
	parameter VALUE_A = 2'b00;
	parameter VALUE_B = 2'b01;
	parameter VALUE_IGUAL = 2'b10;
	parameter ZERO_4 = 4'b0000;
	reg [1:0] byEstate = VALUE_A;
	reg [3:0] byTecla = 4'b0000;
	reg reset = 1;
	function is_number;
		input [3:0] func_tecla;
		is_number = (func_tecla < 4'b1010)?1:0;
	endfunction
	function is_operator;
		input [3:0] func_tecla;
		case (func_tecla)
			ADD: is_operator = 1;
			SUB: is_operator = 1;
			default: is_operator = 0;
		endcase
	endfunction
	always @(negedge Clock)
	begin
		if (clearIn == 0) begin
			byEstate = VALUE_A;
			estate = byEstate;
			byTecla = 4'b0000;
			clearOut = 1;
			reset = 1;
		end
		else if (ready == 1) begin
			clearOut = 0;
			if(reset == 1)
				byTecla = ZERO_4;
			else begin
				byTecla = tecla;
			end
			estate = byEstate;
			readyOut = ~ready;
			if (byEstate == VALUE_A) begin
				if (byTecla == SAVE) begin
					memoryOut = numberA;
					signedMemory = 1;
					reset = 0;
				end
				else if (byTecla == RECOVERY) begin
					numberA = memoryIn;
					signedNumberA = 1;
					reset = 0;
				end
				else if (is_operator(byTecla) == 1) begin
					operation = (byTecla == SUB)?1:0;
					byEstate = VALUE_B;
					reset = 0;
				end
				else if (is_number(byTecla) == 1) begin
					numberA[7:4] = ZERO_4;
					numberA[3:0] = byTecla;
					signedNumberA = 1;
					reset = 0;
				end
			end
			else if (byEstate == VALUE_B) begin
				if (byTecla == SAVE) begin
					memoryOut = numberB;
					signedMemory = 1;
				end
				else if (byTecla == RECOVERY) begin
					numberB = memoryIn;
					signedNumberB = 1;
				end
				else if (byTecla == IGUAL) begin
					byEstate = VALUE_IGUAL;
				end
				else if (is_number(byTecla) == 1) begin
					numberB[7:4] = ZERO_4;
					numberB[3:0] = byTecla;
					signedNumberB = 1;
				end
			end
			else begin
				if (byTecla == SAVE) begin
					memoryOut = result;
					signedMemory = 1;
				end
				else if (is_number(byTecla) == 1 || byTecla == RECOVERY) begin
					byEstate = VALUE_A;
					numberA = 8'b00000000;
					signedNumberA = 1;
					numberB = 8'b00000000;
					signedNumberB = 1;
				end
			end
		end
		else begin
			clearOut = 0;
			signedMemory = 0;
			signedNumberA = 0;
			signedNumberB = 0;
			readyOut = ~ready;
			estate = byEstate;
		end
	end
endmodule
### design/flow/run.sh
#!/bin/bash
# OpenROAD 26Q1-2900-gdf79404cd8, Yosys 0.63+post, stock flow scripts
make -C /OpenROAD-flow-scripts/flow DESIGN_CONFIG=/design/flow/config.mk WORK_HOME=/design/flow/orfs finish
### design/flow/config.mk
export PLATFORM = sky130hd
export DESIGN_NAME = operation
export DESIGN_NICKNAME = operation
export VERILOG_FILES = /design/flow/design.v
export SDC_FILE = /design/flow/constraint.sdc
export NUM_CORES = 4
export LEC_CHECK = 1
export CORE_AREA = 10 10 109 109
export DIE_AREA = 0 0 119 119
### design/flow/constraint.sdc
current_design operation

set clk_period 3.8
set clk_io_pct 0.2

create_clock -name clk0 -period $clk_period [get_ports {Clock}]

set non_clock_inputs [all_inputs -no_clocks]
set_input_delay [expr $clk_period * $clk_io_pct] -clock clk0 $non_clock_inputs
set_output_delay [expr $clk_period * $clk_io_pct] -clock clk0 [all_outputs]
==> job_summary.md <==
## PnR job results

| Metric | Value |
|---|---|
| Outcome | `completed` |
| Initial antenna violation count | `0` |
| Number of cells in Yosys stat | `140` |
| Power Density | `368 nW/µm²` |
| Detail Placement HPWL | `3.62 mm` |
| # IOs | `55` |
| Max-slew violation count | `0` |
| Crit end category | `register` |
| Final Util | `27.8%` |
| CTS tree | `yes` |
| Crit path max-delay family | `buffers and inverters` |
| R2R cell count | `3` |
| FP Util | `16.6%` |
| CP peak stage delay | `500 ps` |
| Clk_skew | `5.52 ps` |
| Final std cells w/o fill | `381` |
| Critical path's slowest cell | `or4_1` |
| Tool warnings | `61` |
| Slew @ Worst Pin | `788 ps` |
| Mapped cell area | `1600 µm²` |
| Req. time, crit path | `2180 ps` |
| Row cnt | `36` |
| Synth top area cells | `edfxtp_1, dfxtp_1, mux2i_1` |
| CTS root buf | `clkbuf_8` |
| Area growth, synth to finish | `67.0%` |
| Chip area in the Yosys report | `1600 µm²` |
| Clock slew at reported path FFs | `30 ps` |
| CP bufs+invs | `2` |
| Worst Path Class, Setup | `in -> reg` |
| Placed Cells | `338` |
| TritonCTS buffer count | `5` |
| Final Hold Fails | `0` |
| Fill cells | `1,034` |
| Chip height | `119 µm` |
| IO buf count | `54` |
| Cell Type Count | `32` |
| Post-route ant nets | `0` |
| Clk latency late pin | `350 ps` |
| R2R Setup Slk | `2070 ps` |
| Vias post-DR | `1,373` |
| DR iter-0 viols | `77` |
| LEAKAGE | `1.22 nW` |
| Synth flops | `35` |
| CP max FO | `6` |
| Detailed Routing Iterations Pass 1 | `4` |
| Core area | `9640 µm²` |
| Crit-path cells | `clkdlybuf4s50_1 > buf_4 > nand3b_4 > or4_1 > a21oi_2` |
| Worst reg2reg endpoint | `numberB[0]$_SDFFCE_NN0P_` |
| Worst hold margin | `545 ps` |
| CTS Sinks | `35` |
| Worst vdd ir | `0.172 mV` |
| Top-area cell share | `54.3%` |
| GRT Total Usage | `6.56%` |
| Critical Path AT | `2140 ps` |
| Final setup viols | `0` |
| GRT Residual Overflow | `0` |
| DRC Markers | `0` |
| H-tree levels | `2` |
| Post-Route WL | `4.59 mm` |
| Post-synthesis sequential area ratio | `61.8%` |
| RSZ-0062 raised after global routing | `no` |
| Syn Area/Cell | `11.4 µm²` |
| Ys Warns | `33` |
| Hold EP | `reset$_SDFFE_NN1P_` |
| WHS Path Cells | `2` |
| DIE WIDTH | `119 µm` |
| MaxCap Viol Count | `0` |
| Via density | `3.60` |
| Min-delay src | `reset$_SDFFE_NN1P_` |
| First-pass GRT wire length | `7.44 mm` |
| Routed length per instance | `12.0 µm` |
| Cell taking the most area after synthesis | `edfxtp_1` |
| Worst setup SP type | `primary input` |
| Vias in the first global route | `1,447` |
| Post-Synthesis Cells | `140` |
| Clock Path Buffers | `2` |
| Total power | `0.984 mW` |
| Ant. Diodes | `0` |
| Hold Crit Class | `reg -> reg` |
| R2r startpoint | `byEstate[0]$_SDFFE_NN0P_` |
| Layout cell share with drive strength beyond 1 | `15.7%` |
| Pin count of the biggest net entering global routing | `21` |
| Max transition margin | `47.4%` |
| GPL Wtd Cong | `0.745` |
| Die ar. | `14,200 µm²` |
[cell families after synthesis]
kind of cell	synth area share (%)
mux	5.00
compound gates	6.87
buf+inv	3.43
flops	61.8
simple gates	22.9
[timing repair]
item	4_1_cts	5_1_grt
pin swaps	2	0
gates cloned	0	0
hold buffers	0	0
buffers inserted	1	0
gates resized	29	12
endpoints found under the setup margin	48	35
[power breakdown]
group          leakage (nW)  internal [mW]  total, mW  switching [mW]
Combinational         0.644         0.0489     0.0802          0.0313
Sequential            0.327          0.427      0.432         0.00591
Clock                 0.245          0.245      0.471           0.226
Total                  1.22          0.721      0.984           0.263
[cell usage after synthesis (all sizes together)]
master,number
dfxtp,6
and3b,1
a31oi,1
or2,1
clkbuf,3
nor3,7
a21oi,3
and2b,1
and2,10
nand3b,6
a41oi,1
nand2b,3
inv,4
nand2,18
buf,4
or3,2
nor3b,1
and3,1
o21ai,13
nor2,11
or4,1
mux2i,8
nor2b,2
nor4,1
o21bai,1
o21a,1
edfxtp,29
[sequential cells by signal, summed over array words and instances, names as in the netlist]
register and cells:
signedNumberA 1, operation 1, numberA 8, memoryOut 8, numberB 8, clearOut 1, reset 1, signedNumberB 1
signedMemory 1, byEstate 2, readyOut 1, estate 2
[worst register-to-register path: stages (launching register included)]
cell and delay (ps):
dfxtp_1 820, nor2_1 230, nor3_2 200, buf_4 190
[cell usage in the layout, fill, tap and decap left out, drive strengths merged, types with 7 or more instances in the layout]
master         count
and2              10
buf               19
mux2i              8
dlygate4sd2       27
o21ai             13
edfxtp            29
nor3               7
dlymetal6s2s       8
nand2             18
inv               38
nor2              11
clkdlybuf4s50     19
[per-layer routing]
metal	GRT usage, %	part of all wire (%)	up-vias
li1	-	-	707
met1	8.10	44	611
met2	9.23	45	55
met3	4.12	11	0
met4	2.14	0	0
met5	0	0	-
[how the worst max path moves through the flow]
stage                     from                  endpoint  slack (ps)  depth (start not counted)
after CTS             tecla[0]  numberB[1]$_SDFFCE_NN0P_          -1                          6
after global routing  tecla[3]  byEstate[1]$_SDFFE_NN0P_           1                          5
final                 tecla[3]  byEstate[1]$_SDFFE_NN0P_          40                          5
[metrics by stage]
stage	worst slack (ps)	instance area (µm²)	setup TNS (ps)
2_1_floorplan	23.8	1620	0
3_3_place_gp	-409	2420	-15370
3_5_place_dp	-438	2420	-16280
4_1_cts	-1.41	2650	-3.78
5_1_grt	1.35	2680	0
6_report	37.0	2680	0
[cell type report]
class                   instances  area, µm²  area share (%)
inverters                       3       11.3           0.421
clock buffers                   5       68.8            2.57
repair buffers                 73        669            25.0
well taps                     133        166            6.22
flip-flops and latches         35        991            37.0
clock inverters                38        179            6.69
multi-input cells              94        591            22.1
No activity file was given, so power comes from the tool's default toggle rates.
