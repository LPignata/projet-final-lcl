[design.v]
module teclado (
	inout  logic [35:0] 	GPIO_1,
	input  logic 			CLOCK_50,
	output logic [3:0] 	tecla,
	output logic  			ready
	);
	wire [3:0] lin,col;
	assign col={GPIO_1[11],GPIO_1[13],GPIO_1[15],GPIO_1[17]};
	assign {GPIO_1[19],GPIO_1[21],GPIO_1[23],GPIO_1[25]}=lin;
	controlador U0 (.clk(CLOCK_50), .linhaN(lin),.colunaN(col),.tecla(tecla),.ready(ready));
endmodule
module controlador (
	input   		clk,
	output reg [3:0] linhaN,
	input 	  [3:0] colunaN,
	output reg [3:0] tecla,
	output ready
	);
	wire [3:0] linha,coluna;
	assign linhaN=~linha;
	assign coluna=~colunaN;
	wire [7:0] valor;
	integer contador;
	initial
		begin
			linha<=4'b0001;
			tecla<=4'b0000;
			ready<=1'b0;
		end
		assign valor={linha,cold};
	always @(negedge clk)
		if (contador>=1000000 && ~ready)
		begin	
			contador<=0;
			if(linha==4'b1000)
				linha<=4'b0001;
			else
				linha<=linha<<1;
		end
		else
			contador<=contador+1;
	assign ready = (valor[3:0]==4'b0000 ? 1'b0 : 1'b1);
	always @(negedge clk)
			case (valor)
				8'b00010001: tecla<=4'b0001;
				8'b00010010: tecla<=4'b0010;
				8'b00010100: tecla<=4'b0011;		
				8'b00011000: tecla<=4'b1010;
				8'b00100001: tecla<=4'b0100;
				8'b00100010: tecla<=4'b0101;
				8'b00100100: tecla<=4'b0110;		
				8'b00101000: tecla<=4'b1011;
				8'b01000001: tecla<=4'b0111;
				8'b01000010: tecla<=4'b1000;
				8'b01000100: tecla<=4'b1001;		
				8'b01001000: tecla<=4'b1100;
				8'b10000001: tecla<=4'b1111;
				8'b10000010: tecla<=4'b0000;
				8'b10000100: tecla<=4'b1110;		
				8'b10001000: tecla<=4'b1101;
				default: tecla<=tecla;
			endcase
wire [3:0] cold;
Debouncer d0 (.iClock(clk),.iBouncy(coluna[0]), .oPulse(), .oState(cold[0]));
Debouncer d1 (.iClock(clk),.iBouncy(coluna[1]), .oPulse(), .oState(cold[1]));
Debouncer d2 (.iClock(clk),.iBouncy(coluna[2]), .oPulse(), .oState(cold[2]));
Debouncer d3 (.iClock(clk),.iBouncy(coluna[3]), .oPulse(), .oState(cold[3]));
endmodule
module Debouncer
(
	input wire iClock,
	input wire iBouncy,
	output reg oPulse,
	output reg oState
);
reg [1:0] FF = 2'b0;
always @(negedge iClock)
	FF <= { FF[0], iBouncy };
reg [18:0] Counter = 19'b0;
wire [18:0] NextCounter;
wire CarryOut;
assign { CarryOut, NextCounter } = Counter + 1'b1;
always @(negedge iClock)
	if (^FF)
		Counter <= 19'b0;
	else if (!CarryOut)
		Counter <= NextCounter;
reg State = 1'b0;
always @(negedge iClock)
	if (CarryOut)
		State <= FF[1];
assign oState = State;
assign oPulse = State != FF[1] && CarryOut && !State;
endmodule
[run.sh]
#!/bin/bash
# OpenROAD 26Q1-2900-gdf79404cd8, Yosys 0.63+post, stock flow scripts
make -C /OpenROAD-flow-scripts/flow DESIGN_CONFIG=/design/flow/config.mk WORK_HOME=/design/flow/orfs finish
[config.mk]
export PLATFORM = sky130hd
export DESIGN_NAME = teclado
export DESIGN_NICKNAME = teclado
export VERILOG_FILES = /design/flow/design.v
export SDC_FILE = /design/flow/constraint.sdc
export NUM_CORES = 4
export LEC_CHECK = 1
export CORE_UTILIZATION = 50
[constraint.sdc]
current_design teclado

set clk_period 6.1
set clk_io_pct 0.2

create_clock -name clk0 -period $clk_period [get_ports {CLOCK_50}]

set non_clock_inputs [all_inputs -no_clocks]
set_input_delay [expr $clk_period * $clk_io_pct] -clock clk0 $non_clock_inputs
set_output_delay [expr $clk_period * $clk_io_pct] -clock clk0 [all_outputs]
==> run notes <==
The flow did not finish. The tools report the stage where the flow stopped as clock tree synthesis (4_1_cts). The first error in the log reads "[error] [KeplerFormal.cpp:679] Workflow failed: Iso has multiple drivers: .GPIO_121, _0668_.Y0".

The H-tree was split into 4 levels. The post-synth tally of flip-flops with integrated enable is 12. For this run, asynchronously set or reset flops after synthesis account for 0%. The synthesized instance count came out at 668.

The number of clock sinks came to 128. In this run the mean area of a mapped cell was 8.91 um^2. With the height of the chip at 111 um, the fraction of post-synthesis cell area in the top cell type by area is 39.0%. The run gives 59 as the number of distinct library cells after synthesis.

In the synthesized netlist the dominant register cell turns out to be sky130_fd_sc_hd__dfxtp_1. The area recorded from the Yosys report for this design is 5950 um^2. Summing every instance area after synthesis gives 5950 um^2. The number of port buffers works out to 4.

The main area contributors are sky130_fd_sc_hd__dfxtp_1 39%, sky130_fd_sc_hd__xnor2_1 7.2%, sky130_fd_sc_hd__nor2_1 6.5%. The row count is 39, and the last weighted congestion value of the routability-driven placer is 0.850. Buffer type at the clock tree root: sky130_fd_sc_hd__clkbuf_16.

Yosys cell count: 668. Once the clock tree was built, the setup fixing pass inserted 0 buffers. After clock tree synthesis, the flow added hold-fix buffers numbering 0.

The count of state elements after synthesis was 128; the horizontal die size was 111 um. The yosys synthesis warning count was 9; the buffer depth of the longest clock path was 2. In this run the count of I/O pins placed on the die edge is 42. The number of gates resized after CTS was 0; the number of clock buffers inserted by TritonCTS was 17. Before placement the cells fill 51.7% of the core. The detailed placer's ending HPWL was 7160 um. The count of endpoints without a timing constraint came out at 32. The dominant cell type by area after synthesis is sky130_fd_sc_hd__dfxtp_1. After detailed placement, the design holds a cell count of 793.

In the Yosys report, the sequential cells make up 45.1% of the chip area.
## through the flow
step	util (%)	cell area [um^2]	setup slack (ns)	hold WS (ns)	total power, mW
after detailed placement	52.9	6090	0.496	0.363	1.08
after floorplan	-	5950	0.610	0.349	1.06
after global placement	52.9	6090	0.512	0.355	1.07
## logic make-up after synthesis
kind of cell / after synthesis / share of synthesized area (%)
AND-OR/OR-AND: 92 / 9.92
XOR/XNOR: 88 / 13.0
adder cells (fa/ha/maj): 6 / 1.26
buffers and inverters: 51 / 3.57
flip-flops: 128 / 45.1
multiplexers: 2 / 0.336
other: 1 / 0.0630
AND/OR/NAND/NOR: 300 / 26.8
## synth_stat cells (all sizes together), types with 4 or more instances
cell type  number
dfxtp         116
nor2          104
xnor2          49
nand2          39
xor2           39
nand3          32
nand4          29
a21oi          27
and3           23
inv            22
clkbuf         20
o21ai          19
and4           18
nor4           15
edfxtp         12
nor3           11
a211oi         10
buf             9
o211ai          7
a31oi           6
ha              6
and2            4
nor2b           4
or4b            4
No activity file was given, so power comes from the tool's default toggle rates.
