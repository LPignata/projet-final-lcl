<file path="./design.v">
module out_ctrl(
	input [1:0] estate,
	input [7:0] mem1,
	input [7:0] mem2,
	input [7:0] result,
	input clk,
	output [7:0] numA,
	output [7:0] numB,
	output [7:0] numRes,
	output [2:0] apaga_d
);
initial numA = 4'b0000;
always @(negedge clk)
	begin
		if(estate == 2'b00) begin
			numA = mem1;
			numB = 4'b0000;
			numRes = 4'b0000;
			apaga_d = 3'b011;
		end
		else if(estate == 2'b01) begin
			numA = mem1;
			numB = mem2;
			numRes = 4'b0000;
			apaga_d = 3'b001;
		end
		else if(estate == 2'b10) begin
			numA = mem1;
			numB = mem2;
			numRes = result;
			apaga_d = 3'b000;
		end
		else if(estate == 2'b11) begin
			numA = 4'b0000;
			numB = 4'b0000;
			numRes = 4'b0000;
			apaga_d = 3'b111;
		end
	end
endmodule
</file>
<file path="./constraint.sdc">
current_design out_ctrl

set clk_period 1.0
set clk_io_pct 0.2

create_clock -name clk0 -period $clk_period [get_ports {clk}]

set non_clock_inputs [all_inputs -no_clocks]
set_input_delay [expr $clk_period * $clk_io_pct] -clock clk0 $non_clock_inputs
set_output_delay [expr $clk_period * $clk_io_pct] -clock clk0 [all_outputs]
</file>
<file path="./run.sh">
#!/bin/bash
# OpenROAD 26Q1-2900-gdf79404cd8, Yosys 0.63+post, stock flow scripts
make -C /OpenROAD-flow-scripts/flow DESIGN_CONFIG=/design/flow/config.mk WORK_HOME=/design/flow/orfs finish
</file>
<file path="./config.mk">
export PLATFORM = sky130hd
export DESIGN_NAME = out_ctrl
export DESIGN_NICKNAME = out_ctrl
export VERILOG_FILES = /design/flow/design.v
export SDC_FILE = /design/flow/constraint.sdc
export NUM_CORES = 4
export LEC_CHECK = 1
export CORE_AREA = 10 10 84 84
export DIE_AREA = 0 0 94 94
</file>
==> impl_metrics.ini <==
; flow metrics
[floorplanning]
coreArea_mm2 = 0.005205
chipWidth_um = 94
std_cell_rows = 26
core_util_floorplan_pct = 21.18
io_pins = 54
die_area_mm2 = 0.008836
dieHeight_um = 94

[critical_path]
crit_arrival_ns = 1.17
start_kind = primary input
required_ns = 0.57
critPathKind = in2reg
r2r_cells = 3
critical_path.endpoint_type = register
crit_fanout = 8

[run_status]
status = finished, violations left
violations = negative setup slack

[pwr]
leakage_nw = 0.9385
ir_worst_vdd_v = 0.0008077
p_total_mw = 3.022
power_density_mw_per_mm2 = 1482

[final_timing]
maxSlewViolCount = 0
rsz0062_at_grt = yes
hold_viol = 0
fin_ws_ns = -0.5986
setup_violations = 62
skew_ns = 0
max_slew.worst_pin.slew_ns = 0.2571
max_slew_margin_pct = 82.86

[flow_run]
warning_count = 59
maxCapViolCount = 0

[clocking]
hold_buffers = 0
clk_pin_slew_ns = 0.03
clk_path_buf_depth = 2
htreeDepth = 1
clock-root-buffer = clkbuf_8
numCtsBuffers = 3
clk_latency_ns = 0.33
clock-sinks = 27
cts_tree = done

[final_layout]
instances_no_fill = 268
drive_above_1_share_pct = 45.45
nFillCells = 529
final_util_pct = 39.18
syn_to_final_growth_pct = 85.02

[drt]
drtIter0Drc = 23
vias_per_cell = 3.828
drc = 0
drt_pre_antenna_iters = 4
wl_mm = 3.144
ant_nets = 0
post_drt_wl_per_cell_um = 11.73
n_antenna_cell = 0
vias = 1026

[global_routing]
grt_pass1_wl_mm = 4.940
grt_pass1_vias = 1078
grt_util_all_layers_pct = 6.842
grt_max_degree = 17
grt_overflow = 0
antenna_found_initial = 0

[synth]
synth_area_mm2 = 0.001102
yosysChipArea_mm2 = 0.001102
avgSynthCellArea_um2 = 10.40
ys.flops = 27
syn_inst = 106
ys_types = 21
yosysSeqAreaShare_pct = 56.30
yosysCellCount = 106
yosys_warnings = 18

[placed_design]
dp_hpwl_mm = 2.258
place_inst = 233
numPortBuffers = 53
place.gp.congestion = 0.7445

[hold_path]
hp-class = reg2reg
hold_depth = 2
repair_timing:
action,4_1_cts,5_1_grt
resized,134,11
buffers inserted,3,3
setup endpoints to repair,62,62
pin swaps,18,20
gates cloned,1,0
layer usage:
metal	up-vias	wire length (um)	GRT usage, %
li1	540	-	-
met1	461	1446	8.052
met2	25	1443	10.02
met3	0	255	4.362
met4	0	0	2.152
met5	-	0	0
synth_stat cells:
master | count | area [um2]
or3_1 | 1 | 6.260
mux2i_1 | 1 | 10.01
nand3b_1 | 8 | 60.06
nor2_1 | 10 | 37.54
edfxtp_1 | 8 | 240.2
buf_6 | 2 | 22.52
dfxtp_1 | 19 | 380.4
nor3b_1 | 5 | 37.54
buf_2 | 2 | 10.01
a22oi_1 | 3 | 22.52
inv_1 | 4 | 15.01
a21oi_1 | 13 | 65.06
or2_1 | 1 | 6.260
ha_1 | 5 | 62.56
o21bai_1 | 1 | 7.510
nor2_4 | 1 | 11.26
clkbuf_1 | 4 | 15.01
nand2b_1 | 1 | 6.260
nand2_1 | 8 | 30.03
nor2b_1 | 8 | 50.05
or2_2 | 1 | 6.260
registers in the layout, indices dropped and copies added, names as in the netlist:
| signal | count |
|---|---|
| numB | 8 |
| numRes | 8 |
| apaga_d | 3 |
| numA | 8 |
cell type report:
class                           count  area (um2)  area share [%]
Clock buffer                        3       41.29           2.025
Multi-Input combinational cell     67       551.8           27.06
Inverter                            3       23.77           1.166
Sequential cell                    27       643.1           31.53
Timing Repair Buffer               70       560.5           27.48
Clock inverter                     28       131.4           6.442
Tap cell                           70       87.58           4.294
final timing paths:
kind	start	endpoint	slack [ns]
min reg2reg	numB[5]$_SDFFE_NP0P_	numB[5]$_SDFFE_NP0P_	0.44
min	numB[5]$_SDFFE_NP0P_	numB[5]$_SDFFE_NP0P_	0.44
max	estate[1]	numA[6]$_DFFE_NP_	-0.60
max reg2reg	numRes[7]$_SDFFE_NP0P_	numRes[7]$_SDFFE_NP0P_	0.26
placed cells by master, fill, tap and decap left out, types with 2 or more instances in the layout:
cell	netlist	routed
a21oi_2	0	3
buf_4	0	8
edfxtp_1	8	8
a22oi_2	0	2
nand3b_1	8	8
clkdlybuf4s50_1	0	24
nor2b_1	8	8
ha_4	0	5
buf_8	0	2
buf_2	2	27
dfxtp_2	0	18
nand2_1	8	8
buf_6	2	8
nor2_1	10	9
inv_1	4	28
clkbuf_8	0	3
nor3b_2	0	4
nor2_4	1	2
a21oi_1	13	10
or2_4	0	2
kinds of logic (layout without fill, tap and decap cells):
family                   Yosys count  count (layout)  synth area share [%]
AND/OR/NAND/NOR                   44              44                 22.82
AND-OR/OR-AND                     17              17                 8.626
buffers and inverters             12             104                 5.674
adder cells (fa/ha/maj)            5               5                 5.675
flip-flops                        27              27                 56.30
multiplexers                       1               1                0.9081
through the flow:
step                      TNS, ns  instance area [um2]  hold slack [ns]  worst slack [ns]
final                      -27.86                 2039           0.4412           -0.5986
after global routing       -29.67                 2039           0.4531           -0.5952
after CTS                  -28.66                 2003           0.4435           -0.6161
after detailed placement   -59.03                 1808           0.4450            -1.449
after global placement     -58.44                 1808           0.4414            -1.441
after floorplan            -23.61                 1166           0.4218            -1.022
worst max-delay path, cell delays in order:
cell and delay, ns:
buf_8 0.10, buf_6 0.11, ha_4 0.15, or2_4 0.22, or3_4 0.39
power breakdown:
part	switching [mW]	leakage (nW)	internal, mW
clock	0.577	0.180	0.675
combinational	0.184	0.514	0.307
sequential	0.0294	0.245	1.25
No activity file was given, so power comes from the tool's default toggle rates.
